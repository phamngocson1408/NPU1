==> design.v <==
`timescale 100ps / 1ps
module Dat_Chunk_Comb #(
)(
	 input rst_i
	,input clk_i
	,input [8-1:0] wr_sparsemap_i
	,input [8-1:0][7:0] wr_nonzero_data_i 	 
	,input wr_valid_i
	,input [$clog2((128*2/8))-1:0] wr_count_i
	,output [128*2:1][7:0] rd_nonzero_data_o
	,output logic [128*2-1:0] rd_sparsemap_o	
);
	logic [128*2-1:0] mem_sparsemap_r;
	logic [128*2:1][7:0] mem_nonzero_data_r;
	logic gated_clk_lat;
	always_latch begin
		if (!clk_i) begin
			gated_clk_lat <= (rst_i || wr_valid_i);
		end
	end
	wire gated_clk_w = clk_i && gated_clk_lat;
	always_ff @(posedge gated_clk_w) begin
		if (rst_i) begin
			mem_sparsemap_r <= {128*2{1'b0}};
			mem_nonzero_data_r <= {128*2{8'h00}};
		end
		else if (wr_valid_i) begin
			for (integer i=0; i<(128*2/8); i=i+1) begin
				if (wr_count_i == i) begin
					mem_sparsemap_r[8*i +: 8] <= wr_sparsemap_i;
					mem_nonzero_data_r[(8*i+1) +: 8] <= wr_nonzero_data_i;
				end
			end
		end
	end
	assign rd_nonzero_data_o = mem_nonzero_data_r;
	assign rd_sparsemap_o = mem_sparsemap_r;
endmodule
`timescale 100ps / 1ps
module Dat_Chunk_Comb_Dat(
	 input rd_sel_i
	,input [1:0][128*2:1][7:0] rd_nonzero_data_i
	,input [1-1:0][$clog2(128*2):0] rd_addr_i
	,output logic [1-1:0][7:0] rd_data_o
    );
	logic [1:0][1-1:0][$clog2(128*2):0] rd_addr_w;
	logic [1:0][1-1:0][7:0] rd_data_w;
	always_comb begin
		for (integer j=0; j< 1; j=j+1) begin
			if (rd_sel_i) begin
				rd_addr_w[1][j] = rd_addr_i[j];
				rd_addr_w[0][j] = {{$clog2(128*2){1'b0}},1'b1};
			end
			else begin
				rd_addr_w[1][j] = {{$clog2(128*2){1'b0}},1'b1};
				rd_addr_w[0][j] = rd_addr_i[j];
			end
		end
	end
	for (genvar k=0; k<2; k=k+1) begin
		Dat_Chunk_Comb_Dat_Sel u_Dat_Chunk_Comb_Dat_Sel(
			 .rd_nonzero_data_i(rd_nonzero_data_i[k])
			,.rd_addr_i(rd_addr_w[k])
			,.rd_data_o(rd_data_w[k])
		);
	end
	always_comb begin
		for (integer i=0; i<1; i=i+1) begin
			if (rd_sel_i)
				rd_data_o[i] = rd_data_w[1][i];
			else
				rd_data_o[i] = rd_data_w[0][i];
		end
	end
endmodule
`timescale 100ps / 1ps
module Dat_Chunk_Comb_Dat_Sel(
	 input [128*2:1][7:0] rd_nonzero_data_i
	,input [1-1:0][$clog2(128*2):0] rd_addr_i
	,output logic [1-1:0][7:0] rd_data_o
    );
	always_comb begin
		for (integer j=0; j<1; j=j+1) begin
			rd_data_o[j] = rd_nonzero_data_i[rd_addr_i[j]];
		end
	end
endmodule
`timescale 100ps / 1ps
module Dat_Chunk_Comb_Sparsemap #(
)(
	 input rd_sel_i
	,input [1:0][128*2-1:0] rd_sparsemap_i
	,input [1-1:0][$clog2((128*2/8))-1:0] rd_sparsemap_addr_i
	,output logic [1-1:0][8-1:0] rd_sparsemap_o	
    );
	logic [1:0][1-1:0][$clog2((128*2/8))-1:0] rd_sparsemap_addr_w;
	logic [1:0][1-1:0][8-1:0] rd_sparsemap_o_w;
	always_comb begin
		for (integer j=0; j< 1; j=j+1) begin
			if (rd_sel_i) begin
				rd_sparsemap_addr_w[1][j] = rd_sparsemap_addr_i[j];
				rd_sparsemap_addr_w[0][j] = {$clog2((128*2/8)){1'b0}};
			end
			else begin
				rd_sparsemap_addr_w[1][j] = {$clog2((128*2/8)){1'b0}};
				rd_sparsemap_addr_w[0][j] = rd_sparsemap_addr_i[j];
			end
		end
	end
	always_comb begin
		for (integer i=0; i<2; i=i+1) begin
			for (integer j=0; j< 1; j=j+1) begin
				rd_sparsemap_o_w[i][j] = {8{1'b0}};
				for (integer k=0; k<(128*2/8); k = k+1) begin
					if (rd_sparsemap_addr_w[i][j] == k)
						rd_sparsemap_o_w[i][j] = rd_sparsemap_i[i][8*k +: 8];
				end
			end
		end
	end
	always_comb begin
		for (integer i=0; i<1; i=i+1) begin
			if (rd_sel_i)
				rd_sparsemap_o[i] = rd_sparsemap_o_w[1][i];
			else
				rd_sparsemap_o[i] = rd_sparsemap_o_w[0][i];
		end
	end
endmodule
`timescale 100ps / 1ps
module IFM_Dat_Chunk_Comb_Padding #(
)(
	 input rst_i
	,input clk_i
	,input [8-1:0] wr_sparsemap_i
	,input [8-1:0][7:0] wr_nonzero_data_i 
	,input wr_valid_i
	,input [$clog2((128*2/8))-1:0] wr_count_i
	,input wr_sel_i
	,input rd_sel_i
	,input [1-1:0][$clog2(128*2):0] rd_addr_i
	,output logic [1-1:0][7:0] rd_data_o
	,input [1-1:0][$clog2((128*2/8))-1:0] rd_sparsemap_addr_i
	,output logic [1-1:0][8-1:0] rd_sparsemap_o	
);
	logic [1:0] wr_val_w;
	logic [1:0][128*2:1][7:0] rd_nonzero_data_w;
	logic [1:0][128*2-1:0] rd_sparsemap_w;
	for (genvar n=0; n<2; n=n+1) begin
		Dat_Chunk_Comb u_Dat_Chunk_Comb (
			 .clk_i
			,.rst_i
			,.wr_sparsemap_i
			,.wr_nonzero_data_i
			,.wr_valid_i(wr_val_w[n])
			,.wr_count_i
			,.rd_nonzero_data_o(rd_nonzero_data_w[n])
			,.rd_sparsemap_o(rd_sparsemap_w[n])
		);
	end
	assign wr_val_w[1] =   wr_sel_i  && wr_valid_i;
	assign wr_val_w[0] = (!wr_sel_i) && wr_valid_i;
	Dat_Chunk_Comb_Sparsemap u_Dat_Chunk_Comb_Sparsemap (
		 .rd_sel_i
		,.rd_sparsemap_i(rd_sparsemap_w)
		,.rd_sparsemap_addr_i
		,.rd_sparsemap_o	
	);
	Dat_Chunk_Comb_Dat u_Dat_Chunk_Comb_Dat (
		 .rd_sel_i
		,.rd_nonzero_data_i(rd_nonzero_data_w)
		,.rd_addr_i
		,.rd_data_o
	);
endmodule
==> run.sh <==
#!/bin/bash
# OpenROAD 26Q1-2900-gdf79404cd8, Yosys 0.63+post, stock flow scripts
make -C /OpenROAD-flow-scripts/flow DESIGN_CONFIG=/design/flow/config.mk WORK_HOME=/design/flow/orfs finish
==> config.mk <==
export PLATFORM = sky130hd
export DESIGN_NAME = IFM_Dat_Chunk_Comb_Padding
export DESIGN_NICKNAME = IFM_Dat_Chunk_Comb_Padding
export VERILOG_FILES = /design/flow/design.v
export SDC_FILE = /design/flow/constraint.sdc
export NUM_CORES = 4
export LEC_CHECK = 1
export CORE_UTILIZATION = 40
==> constraint.sdc <==
current_design IFM_Dat_Chunk_Comb_Padding

set clk_period 62.2
set clk_io_pct 0.2

create_clock -name clk0 -period $clk_period

set non_clock_inputs [all_inputs -no_clocks]
set_input_delay [expr $clk_period * $clk_io_pct] -clock clk0 $non_clock_inputs
set_output_delay [expr $clk_period * $clk_io_pct] -clock clk0 [all_outputs]
==> impl_metrics.env <==
# implementation run metrics
export IMPL_status="completed"
export IMPL_chipArea_um2=494700
export IMPL_top_cells_by_area="dfxtp_1 47%, nand2_1 19%, a21oi_1 12%"
export IMPL_ys_warn_count=4
export IMPL_yosysTopAreaCell="dfxtp_1"
export IMPL_untimed_endpoints=4610
export IMPL_worst_path_max_delay_cell="buf_4"
export IMPL_maxCapViolCount=0
export IMPL_critPathMaxStageDelay_ns=0.71
export IMPL_synth_top_cell_by_count="nand2_1"
export IMPL_ys_sh_mux=0.1193
export IMPL_grt_pass1_wl_um=1050000
export IMPL_grt_pass1_vias=156200
export IMPL_die_width_um=703.4
export IMPL_sw_frac_of_total=0.6119
export IMPL_first_pass_iters=6
export IMPL_p_leak_nw=60.19
export IMPL_tns_ns=0
export IMPL_vias=168600
export IMPL_yosys_area_um2=196800
export IMPL_ys_top_cells_by_count="9858 x nand2_1, 4795 x a21oi_1, 4608 x dfxtp_1"
export IMPL_path_max_fanout=89
export IMPL_syn_mean_instance_area_um2=8.043
export IMPL_required_ns=49.76
export IMPL_cts_resized=0
export IMPL_final_max_slew_viol_count=0
export IMPL_ys_flop_type="dfxtp_1"
export IMPL_fmaxAchievable_mhz=29.76
export IMPL_synthCells=24470
export IMPL_worstMarginPinSlew_ns=1.437
export IMPL_slew_headroom=0.04233
export IMPL_fill_cells=48670
export IMPL_xor_share=0.0003052
export IMPL_cp_depth=19
export IMPL_dp_hpwl_um=447300
export IMPL_power_density_nw_per_um2=3.278
export IMPL_drive_above_1_share=0.08038
export IMPL_postRouteAntennaNets=0
export IMPL_synth_area_um2=196800
export IMPL_grt_use_met3=0.1122
export IMPL_adder_share=0.0001272
export IMPL_io_pins=112
export IMPL_critPathTopFamily="buffers and inverters"
export IMPL_unclocked_regs=4610
export IMPL_hp_class="input port to output port"
export IMPL_coreArea_um2=489700
export IMPL_critPathLaunchType="input port"
export IMPL_wl_per_cell_um=24.42
export IMPL_grt_usage=0.2948
export IMPL_edf_count=0
export IMPL_crit_type="input port to output port"
export IMPL_fin_crit_sh=0.5403
export IMPL_power_internal_uw=256.9
export IMPL_top_usage_layer="met2"
export IMPL_async_flop_share=0
export IMPL_drt_first_iter_violations=16290
export IMPL_rows=257
export IMPL_ys_cells=24470
export IMPL_io_buffers=112
export IMPL_worstPathCellList="clkdlybuf4s50_1, buf_4, nand2b_4, inv_8, ha_4, inv_8, buf_4, buf_12, buf_4, buf_4, mux4_2, nand2_1, nand3_1, a31oi_1, o22ai_1, nor4_1, buf_4, nand3_1, clkdlybuf4s50_1"
export IMPL_log_warning_count=62
export IMPL_setup_viol=0
export IMPL_cp_arrival_ns=21.17
export IMPL_endpoint_kind="output port"
export IMPL_hold_ws_ns=26.28
export IMPL_met1_usage=0.4165
export IMPL_top_cell_area_share=0.4688
export IMPL_ys_sh_simple=0.2092
export IMPL_period_needed_ns=33.61
export IMPL_ir_drop_v=0.000008799
export IMPL_routed_wl_um=713400
export IMPL_finalHoldViolations=0
export IMPL_path_common_cell="buf_4"
export IMPL_hold_buffers=0
export IMPL_yosys_area_share_aoi=0.1539
export IMPL_p_sw_uw=405.2
export IMPL_whs_path_depth=5
export IMPL_grt_max_degree=202
export IMPL_overflow=0
export IMPL_via_per_inst=5.770
export IMPL_ys_types=90
export IMPL_syn_to_final_growth_pct=2.661
export IMPL_gp_congestion=0.9880
export IMPL_antenna_found_initial=46
export IMPL_power_uw=662.2
export IMPL_drc_errors=0
export IMPL_rsz0062_at_grt="false"
export IMPL_postCtsSetupBuffers=0
export IMPL_ys_top_logic_family="simple AND/OR/NAND/NOR gates"
export IMPL_ys_flops=4610
export IMPL_path_buffers=10
export IMPL_grt_use_met2=0.4348
export IMPL_initial_core_util=0.4018
export IMPL_die_h_um=703.4
[final timing paths]
check	from	to	slack, ns
worst max-delay path	rd_addr_i[0]	rd_data_o[1]	28.59
worst min-delay path	rd_sparsemap_addr_i[0]	rd_sparsemap_o[4]	26.28
[power by group through the flow]
| stage | combinational, mW | sequential, mW | clock, mW |
|---|---|---|---|
| CTS | 0.495 | 0.158 | 0 |
| global route | 0.523 | 0.160 | 0.00000000441 |
[area by class of cell]
type	count	area (um^2)	share of cell area
inverter	12	67.56	0.0003345
multi-input combinational	17400	95860	0.4745
antenna	22	55.05	0.0002725
sequential	4610	92280	0.4568
timing repair buffer	691	5642	0.02793
tap	6475	8102	0.04011
[sequential cells by signal, summed over array words and instances (netlist names)]
name                                         flops
genblk1.u_Dat_Chunk_Comb.mem_nonzero_data_r   4096
genblk1.u_Dat_Chunk_Comb.mem_sparsemap_r       512
genblk1.u_Dat_Chunk_Comb.gated_clk_lat           2
[kinds of logic (layout without fill, tap and decap cells)]
logic type	after synthesis	after routing
compound gates	5620	5620
fa+ha+maj	2	2
simple gates	10640	10640
mux	1137	1137
other cells	0	22
buf+inv	2452	703
latches	2	2
xor+xnor	6	6
flops	4608	4608
[cell usage in the layout, fill, tap and decap left out, types with 21 or more instances in the layout]
cell type | netlist | final
a211oi_1 | 214 | 212
a21oi_1 | 4795 | 4792
a221oi_1 | 117 | 117
a22oi_1 | 67 | 66
a311oi_1 | 74 | 74
a31oi_1 | 46 | 45
and3_1 | 53 | 53
buf_12 | 0 | 21
buf_4 | 14 | 598
buf_6 | 8 | 27
clkdlybuf4s50_1 | 0 | 36
dfxtp_1 | 4608 | 4608
diode_2 | 0 | 22
mux2_2 | 23 | 23
mux2i_1 | 150 | 150
mux4_2 | 964 | 964
nand2_1 | 9858 | 9794
nand2_2 | 1 | 65
nand3_1 | 220 | 219
nand4_1 | 22 | 22
nor2_1 | 180 | 113
nor2_4 | 1 | 66
nor2b_1 | 138 | 136
nor3_1 | 67 | 67
nor4_1 | 30 | 29
o21ai_0 | 55 | 54
o22ai_1 | 110 | 110
[layer usage]
layer,vias to the layer above,wire (um)
li1,78210,-
met5,-,673
met2,6702,314700
met4,46,26320
met1,82590,285900
met3,1001,85800
[per-stage QoR]
stage / instances / setup WS [ns] / area, um^2 / util
after floorplan: 24470 / 33.32 / 196800 / -
after global placement: 29190 / 28.89 / 201900 / 0.4123
after detailed placement: 29190 / 28.82 / 201900 / 0.4124
after CTS: 29190 / 28.79 / 201900 / 0.4124
after global routing: 29190 / 28.51 / 202000 / 0.4124
final: 29210 / 28.59 / 202000 / 0.4125
