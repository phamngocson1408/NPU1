==> design/flow/design.v <==
`timescale 100ps / 1ps
module Dat_Chunk_Comb #(
)(
	 input rst_i
	,input clk_i
	,input [8-1:0] wr_sparsemap_i
	,input [8-1:0][7:0] wr_nonzero_data_i 	 
	,input wr_valid_i
	,input [$clog2((128*2/8))-1:0] wr_count_i
	,output [128*2:1][7:0] rd_nonzero_data_o
	,output logic [128*2-1:0] rd_sparsemap_o	
);
	logic [128*2-1:0] mem_sparsemap_r;
	logic [128*2:1][7:0] mem_nonzero_data_r;
	logic gated_clk_lat;
	always_latch begin
		if (!clk_i) begin
			gated_clk_lat <= (rst_i || wr_valid_i);
		end
	end
	wire gated_clk_w = clk_i && gated_clk_lat;
	always_ff @(posedge gated_clk_w) begin
		if (rst_i) begin
			mem_sparsemap_r <= {128*2{1'b0}};
			mem_nonzero_data_r <= {128*2{8'h00}};
		end
		else if (wr_valid_i) begin
			for (integer i=0; i<(128*2/8); i=i+1) begin
				if (wr_count_i == i) begin
					mem_sparsemap_r[8*i +: 8] <= wr_sparsemap_i;
					mem_nonzero_data_r[(8*i+1) +: 8] <= wr_nonzero_data_i;
				end
			end
		end
	end
	assign rd_nonzero_data_o = mem_nonzero_data_r;
	assign rd_sparsemap_o = mem_sparsemap_r;
endmodule
`timescale 100ps / 1ps
module IFM_Dat_Chunk_Comb_Stacking #(
)(
	 input rst_i
	,input clk_i
	,input [8-1:0] wr_sparsemap_i
	,input [8-1:0][7:0] wr_nonzero_data_i 
	,input wr_valid_i
	,input [$clog2((128*2/8))-1:0] wr_count_i
	,input wr_sel_i
	,input rd_sel_i
	,input [1-1:0][$clog2(8)-1:0] sparsemap_shift_left_i
	,input [1-1:0][$clog2(128*2):0] rd_addr_i
	,output logic [1-1:0][7:0] rd_data_o
	,input [1-1:0][$clog2((128*2/8))-1:0] rd_sparsemap_addr_i
	,output logic [1-1:0][8-1:0] rd_sparsemap_o	
);
	logic [1:0] wr_val_w;
	logic [1:0][128*2:1][7:0] rd_nonzero_data_w;
	logic [1:0][128*2-1:0] rd_sparsemap_w;
	logic [1:0][1-1:0][8*2-1:0] rd_sparsemap_o_w;
	logic [1-1:0][8*2-1:0] rd_sparsemap_o_comb_w;
	logic [1-1:0][8*2-1:0] rd_sparsemap_o_shift_w;
	logic [1:0][1-1:0][7:0] rd_data_w;
	for (genvar n=0; n<2; n=n+1) begin
		Dat_Chunk_Comb u_Dat_Chunk_Comb (
			 .clk_i
			,.rst_i
			,.wr_sparsemap_i
			,.wr_nonzero_data_i
			,.wr_valid_i(wr_val_w[n])
			,.wr_count_i
			,.rd_nonzero_data_o(rd_nonzero_data_w[n])
			,.rd_sparsemap_o(rd_sparsemap_w[n])
		);
	end
	assign wr_val_w[1] =   wr_sel_i  && wr_valid_i;
	assign wr_val_w[0] = (!wr_sel_i) && wr_valid_i;
	always_comb begin
		for (integer i=0; i<2; i=i+1) begin
			for (integer j=0; j<1; j=j+1) begin
				rd_sparsemap_o_w[i][j] = {8{1'b0}};
				for (integer k=1; k<(128*2/8)-1; k = k+1) begin
					if (rd_sparsemap_addr_i[j] == k)
						rd_sparsemap_o_w[i][j] = rd_sparsemap_w[i][8*k +: (8*2)];
				end
				if (rd_sparsemap_addr_i[j] == ((128*2/8)-1))
					rd_sparsemap_o_w[i][j] = {rd_sparsemap_w[i][8*((128*2/8)-1) +: 8],{8{1'b0}}};
				if (rd_sparsemap_addr_i[j] == 0)
					rd_sparsemap_o_w[i][j] = {{8{1'b0}},rd_sparsemap_w[i][8*0 +: 8]};
			end
		end
	end
	always_comb begin
		for (integer i=0; i<1; i=i+1) begin
			if (rd_sel_i)
				rd_sparsemap_o_comb_w[i] = rd_sparsemap_o_w[1][i];
			else
				rd_sparsemap_o_comb_w[i] = rd_sparsemap_o_w[0][i];
		end
	end
	always_comb begin
		for (integer i=0; i<1; i=i+1) begin
			rd_sparsemap_o_shift_w[i] = rd_sparsemap_o_comb_w[i] << sparsemap_shift_left_i[i];
			rd_sparsemap_o[i] = rd_sparsemap_o_shift_w[i][8-1:0];
		end
	end
	always_comb begin
		for (integer i=0; i<2; i=i+1) begin
			for (integer j=0; j<1; j=j+1) begin
				rd_data_w[i][j] = rd_nonzero_data_w[i][rd_addr_i[j]];
			end
		end
	end
	always_comb begin
		for (integer i=0; i<1; i=i+1) begin
			if (rd_sel_i)
				rd_data_o[i] = rd_data_w[1][i];
			else
				rd_data_o[i] = rd_data_w[0][i];
		end
	end
endmodule
==> design/flow/run.sh <==
#!/bin/bash
# OpenROAD 26Q1-2900-gdf79404cd8, Yosys 0.63+post, stock flow scripts
make -C /OpenROAD-flow-scripts/flow DESIGN_CONFIG=/design/flow/config.mk WORK_HOME=/design/flow/orfs finish
==> design/flow/config.mk <==
export PLATFORM = sky130hd
export DESIGN_NAME = IFM_Dat_Chunk_Comb_Stacking
export DESIGN_NICKNAME = IFM_Dat_Chunk_Comb_Stacking
export VERILOG_FILES = /design/flow/design.v
export SDC_FILE = /design/flow/constraint.sdc
export NUM_CORES = 4
export LEC_CHECK = 1
export CORE_UTILIZATION = 30
==> design/flow/constraint.sdc <==
current_design IFM_Dat_Chunk_Comb_Stacking

set clk_period 210.9
set clk_io_pct 0.2

create_clock -name clk0 -period $clk_period

set non_clock_inputs [all_inputs -no_clocks]
set_input_delay [expr $clk_period * $clk_io_pct] -clock clk0 $non_clock_inputs
set_output_delay [expr $clk_period * $clk_io_pct] -clock clk0 [all_outputs]
==> reports/metrics.yaml <==
synthesis:
  ys_cells: 23300
  top_area_cell: "sky130_fd_sc_hd__dfxtp_1"
  top_flip_flop_cell_by_instance_count_after_synthesis: "sky130_fd_sc_hd__dfxtp_1"
  synth-edff-count: 0
  yosys_area_mm2: 0.196
  yosys_register_bits: 4594
  unique_cell_type_count_in_the_yosys_netlist: 80
  syn_avg_cell_area_um2: 8.43
  async_reset_ff_share_pct: 0
  postSynthCellCount: 23300
  topCellsByArea: "sky130_fd_sc_hd__dfxtp_1 (47%), sky130_fd_sc_hd__nand2_1 (18%), sky130_fd_sc_hd__mux4_2 (15%), sky130_fd_sc_hd__a21oi_1 (12%), sky130_fd_sc_hd__clkbuf_1 (3.8%)"
  synthesis.area_mm2: 0.196
  yosys_warnings: 2
  synthDominantCellAreaShare_pct: 46.8
final_timing:
  timing.max_slew.rel_slack_pct: 27.1
  rsz0062_at_grt: "no"
  worst-slew-pin-transition_ns: 1.09
  unclocked_pins: 4594
  timing.final.crit_share_pct: 43.9
  finalSetupViolations: 0
  count_of_endpoints_without_a_timing_constraint: 4594
  min_period_ns: 92.61
  maxClockFrequency_mhz: 10.8
  drv_slew: 0
  tns_ns: 0
  timing_hold_violations_final: 0
global_route:
  first_global_vias: 151000
  grt.total_usage_pct: 21.0
  busiest_layer: "met2"
  grt_first_pass_wirelength_um: 1010000
  grt.met2_usage_pct: 31.7
  grt_antenna_before_repair: 47
  grt_max_degree: 217
  globalRouteMet3Util_pct: 7.89
  grt_use_met1_pct: 28.2
  grt_overflow_total: 0
final_layout:
  drive_above_1_share_pct: 9.92
  finish.utilization_pct: 31.3
  stdcell_count: 30300
  postLayoutCellArea_mm2: 0.204
  fillers: 66500
  layout-area-overhead-vs-synth_pct: 3.94
routing:
  post_drt_via_cell_ratio: 5.30
  routed_wl_um: 687000
  drtAntennaViolNets: 0
  number_of_drc_violations_after_detailed_routing_iteration_0: 15000
  drt_pre_antenna_iters: 5
  post_drt_wl_per_cell_um: 22.7
  vias: 161000
  drc: 0
cts:
  post_cts_hold_buffer_count: 0
  cts_repair_resizes: 0
  post_cts_buffers: 0
power:
  combPwrFrac_pct: 74.3
  seqPwrFrac_pct: 25.7
  fin_total_pwr_uw: 182
  worst_ir_drop_vdd_v: 0.00000190
  clockPowerShare_pct: 0
  cellLeakagePower_nw: 60.5
  cellInternalPower_uw: 75.1
  sw_ratio_pct: 58.6
  power.switching_uw: 106
  power_density_mw_per_mm2: 0.890
floorplanning:
  floorplan.die.width_um: 811
  floorplan.initialDensity_pct: 30.2
  rows: 296
  ios: 115
  area_of_the_core_mm2: 0.651
  die_boundary_height_um: 811
  fp.dieArea_mm2: 0.657
setup_path:
  timing.critical_path.slowest_stage_cell: "sky130_fd_sc_hd__a22oi_1"
  timing.critical_path.from_type: "primary input"
  timing.critical_path.to_type: "primary output"
  critPathMaxFanout: 42
  cp_common_cell: "sky130_fd_sc_hd__buf_4"
  worstPathArrival_ns: 50.43
  worst-endpoint-required_ns: 168.72
  critical_path_class: "in -> out"
  cpPeakStageDelay_ns: 0.85
  timing.critical_path.cells: "clkdlybuf4s50_1, inv_1, ha_4, buf_4, buf_4, buf_4, buf_4, buf_4, mux4_2, mux4_2, mux2i_1, a21oi_1, a22oi_1, nand4_1, clkdlybuf4s50_1"
place:
  hpwl_um: 436000
  placedInstanceArea_mm2: 0.204
  numPortBuffers: 115
  place.detailed.instances: 30300
  place_congestion: 0.996
min_path:
  hold_path.class: "in -> out"
  hold_depth: 3
flow_run:
  drv_cap: 0
  warning_total_across_the_stage_logs: 65
outcome:
  outcome: "finished, final reports clean"
[path summary, 6_finish.rpt]
check                                  from                 to  slack, ns
setup / recovery               rd_addr_i[1]       rd_data_o[2]     118.29
hold / removal    sparsemap_shift_left_i[2]  rd_sparsemap_o[3]      85.54
[cell usage after synthesis (all sizes together), types with 5 or more instances]
cell type / instances
a2111oi: 5
a211o: 5
a211oi: 60
a21oi: 4695
a221o: 12
a221oi: 24
a22o: 9
a22oi: 40
a2bb2oi: 6
a31oi: 20
a32oi: 7
and2: 10
and3: 10
and3b: 8
buf: 333
clkbuf: 2010
dfxtp: 4592
inv: 19
mux2: 39
mux2i: 91
mux4: 1315
nand2: 9320
nand2b: 21
nand3: 34
nand3b: 8
nand4: 17
nand4b: 5
nor2: 164
nor2b: 58
nor3: 45
nor3b: 8
nor4: 11
nor4b: 5
o2111ai: 8
o211ai: 24
o21a: 9
o21ai: 101
o221ai: 15
o22ai: 29
o2bb2ai: 9
o31ai: 11
or2: 7
or3: 8
xnor2: 6
[metal layers]
metal  up-vias  wire [um]
met4        18      33400
met1     78400     269000
li1      74500          -
met5         -        114
met2      6680     307000
met3       982      77100
[power by group through the flow]
stage	Clock, mW	Sequential, mW	Combinational, mW
6_report	0.00000000549	0.0467	0.135
5_1_grt	0.0000000111	0.0472	0.141
4_1_cts	0	0.0466	0.133
[per-stage QoR]
step                hold WS (ns)  setup slack, ns
floorplan                  84.48           123.19
global placement           85.55           118.56
detailed placement         85.56           118.63
CTS                        85.55           118.63
global route               85.59           118.16
finish                     85.54           118.29
[state kept, by name, summed over array words and instances (netlist names)]
name	cells
genblk1.u_Dat_Chunk_Comb.gated_clk_lat	2
genblk1.u_Dat_Chunk_Comb.mem_nonzero_data_r	4096
genblk1.u_Dat_Chunk_Comb.mem_sparsemap_r	496
[critical path, delay by kind of cell]
family                     cells  cell delay (ns)
buffers and inverters          8             4.07
muxes                          3             1.56
AOI/OAI and AO/OA              2             1.05
and+or+nand+nor                1             0.81
adders and majority gates      1             0.60
[kinds of logic after synthesis]
family / after synthesis / share of synthesized area, %
buffers and inverters: 2362 / 4.73
DFF: 4592 / 46.8
latches: 2 / 0.0153
and+or+nand+nor: 9752 / 19.0
adders and majority gates: 2 / 0.0127
AOI/OAI and AO/OA: 5130 / 13.6
xor gates and xnor gates: 8 / 0.0357
muxes: 1445 / 15.8
[layout by cell type, fill, tap and decap left out, types with 40 or more instances in the layout]
master                        n
sky130_fd_sc_hd__nand2_1   9255
sky130_fd_sc_hd__dfxtp_1   4592
sky130_fd_sc_hd__a22oi_1     40
sky130_fd_sc_hd__nand2_2     55
sky130_fd_sc_hd__o21ai_0    101
sky130_fd_sc_hd__nor2_1      99
sky130_fd_sc_hd__nor3_1      44
sky130_fd_sc_hd__buf_4      598
sky130_fd_sc_hd__a21oi_1   4693
sky130_fd_sc_hd__a211oi_1    60
sky130_fd_sc_hd__mux4_2    1315
sky130_fd_sc_hd__nor2_4      64
sky130_fd_sc_hd__mux2i_1     91
sky130_fd_sc_hd__nor2b_1     55
[cell type report]
type	instances	area [um2]	share of cell area, %
antenna	23	57.6	0.0282
multi-input combinational	16300	95800	47.0
tap	8642	10800	5.30
timing repair buffer	663	5290	2.59
inverter	19	71.3	0.0350
sequential	4594	92000	45.1
Power is estimated from default activity; no workload was simulated.
